`flow/design.v`:
```
module Register_File (input [4:0]A1,input [4:0]A2,input [4:0]A3, input [31:0]WD3,input WE3,input clk,
                    output reg [31:0] RD1,output reg [31:0]RD2);
	reg [31:0]regfile[0:31];
integer i;
initial begin 
 for (i=0;i<32;i=i+1) begin
		   regfile[i]=0;
  end
 end
	always @(posedge clk  )  
	begin
     if (WE3) begin
		   regfile[A3] <= WD3;
		   end
	end
	always@(*)begin
	  RD1 <= regfile[A1];
	  RD2 <= regfile[A2];
     end
endmodule 
```
`flow/run.sh`:
```
#!/bin/bash
# OpenROAD 26Q1-2900-gdf79404cd8, Yosys 0.63+post, stock flow scripts
make -C /OpenROAD-flow-scripts/flow DESIGN_CONFIG=/design/flow/config.mk WORK_HOME=/design/flow/orfs finish
```
`flow/config.mk`:
```
export PLATFORM = sky130hd
export DESIGN_NAME = Register_File
export DESIGN_NICKNAME = Register_File
export VERILOG_FILES = /design/flow/design.v
export SDC_FILE = /design/flow/constraint.sdc
export NUM_CORES = 4
export LEC_CHECK = 1
export CORE_UTILIZATION = 40
```
`flow/constraint.sdc`:
```
current_design Register_File

set clk_period 8.5
set clk_io_pct 0.2

create_clock -name clk0 -period $clk_period [get_ports {clk}]

set non_clock_inputs [all_inputs -no_clocks]
set_input_delay [expr $clk_period * $clk_io_pct] -clock clk0 $non_clock_inputs
set_output_delay [expr $clk_period * $clk_io_pct] -clock clk0 [all_outputs]
```
==> notes.md <==
run metrics: antenna violations before repair=5, core footprint=about 120000 um^2, vias post-DR=between 30000 and 40000, CTS Hold Buffers Added=0, Logic cell area=between 15000 and 20000 um^2, largest reg by FF count=regfile, min-delay worst type=in2reg, crit-path max cell delay=between 0.6 and 0.7 ns, critical path, cell by cell=clkdlybuf4s50_1 -> nor2b_4 -> buf_4 -> a22o_1 -> nor3_1 -> a31oi_1 -> nand3_1 -> clkdlybuf4s50_1, critical path class=in2out, crit path max fanout=33, Power Density=approximately 200 nW/um^2, DIE HEIGHT=351 um, Synth warnings=1, Setup crit start=A2[2], syn_area_per_cell=roughly 14 um^2, Pleak=20.1 nW, Buffers on Ports=roughly 110, Setup Total Neg Slack=0 ns, synthesized instance count=3386, most frequent CP cell=clkdlybuf4s50_1, Max Fclk=between 150 and 200 MHz, Pint=0.00860 W, sequential share of the synthesized area=0.630, cts repair resizes=0, GP Congestion=~0.88, Crit-path slowest cell=clkdlybuf4s50_1, row count=around 130, Hold Path Stages=2, Gate power share=0.093, Max Slew Vio Count=0, clock transition at the registers of the reported paths=approximately 0.06 ns, Placed Area=around 52000 um^2, CTS Buf Count=105, final core utilization=0.458, antenna-violating nets left=0, clock tree buffer depth=3, post-synthesis cell area=between 40000 and 50000 um^2, Post-synth area hogs=edfxtp_1 (63%), mux2i_1 (21%), a22oi_1 (3.0%), a22o_1 (2.3%), nand3_1 (2.0%), IO Pins=between 100 and 150, Design Area, Final=about 55000 um^2, Seq pwr share=0.505, hpwl dp=about 85000 um, worst hold start=WD3[18], Top Registers=regfile: 1024 flops, drc violations=0, RSZ-0062 raised after global routing=no, synth unique cells=23, post-route setup slack=between 1.5 and 2 ns, global-route usage over all layers=0.266, filler instances=10500, peak supply drop=~0.17 mV, vias in the first global route=~32000, Root Driver=clkbuf_16, GRT Residual Overflow=0, critical path arrival=between 4 and 5 ns, Core Util at FP=0.405, die area=roughly 120000 um^2, Hold Path Sink=regfile[8][18]$_DFFE_PP_, max_cap viols=0, part of the power in the clock network=0.402, crit start category=input port, actual slew at the worst max-slew pin=roughly 0.86 ns, Finish-stage setup viols=0, routed wire length=about 150000 um, DR vias/cell=between 5 and 6, hold violation total from the final report=0, CP delay by family, top=buffers and inverters, CTS Sinks=1024, Worst slew margin=0.425, sw power=roughly 0.0026 W, Seq. cell area=around 30000 um^2, DR iter-0 viols=a little over 2000, fin crit period=6.59 ns, Pwr Total=0.0112 W, H-tree depth=3, Seq cells post-synth=approximately 1000, DRT Pass-1 Iters=7, Post CTS Setup Buffer Count=0, yosys synthesis chip area=between 40000 and 50000 um^2, Worst EP required=6.80 ns, die width=around 350 um, Avg WL per Cell=slightly below 30 um, switching share of power=0.230, largest net degree at the start of global routing=approximately 96, Final Cycle Share=0.775, CTS tree=yes, share of cells above drive strength 1=0.0902, Ant. Diodes=0, area growth from synthesis to layout=13.1%, Synth top area share=0.630, dpl ws=1.93 ns, yosys cell count=approximately 3400, max reg flops=1024, CP Capture Type=output port, area leader, netlist=edfxtp_1, status=complete, no violations, first-pass GRT wire length=~220000 um, Buf/Inv on CP=3, Tool Warnings=26
[cell usage in the layout, fill, tap and decap left out, types with 34 or more instances in the layout]
master	netlist	final
buf_4	47	115
a22o_1	128	128
clkdlybuf4s50_1	0	110
clkbuf_16	0	109
nand3_1	194	194
a22oi_1	192	192
mux2i_1	1024	1024
edfxtp_1	1024	1024
nand2_1	195	193
a31oi_1	64	64
a21oi_1	192	192
nor2_4	0	34
nor3_1	64	64
[routing by layer]
metal / wire length (um) / up-vias / global-route usage / part of all wire
li1: - / 13600 / - / -
met1: 54300 / 15300 / 0.330 / 0.35
met2: 72300 / 1681 / 0.407 / 0.47
met3: 21000 / 326 / 0.152 / 0.14
met4: 5480 / 12 / 0.0768 / 0.036
met5: 265 / - / 0.0122 / 0.0017
[through the flow]
step / cells / hold WS [ns]
3_3_place_gp: 4989 / 2.53
5_1_grt: 5181 / 1.85
3_5_place_dp: 4989 / 2.53
2_1_floorplan: 3386 / 1.80
4_1_cts: 5181 / 1.81
6_report: 5181 / 1.84
[synth_stat cells, drive strengths merged]
cell type and n:
nand2b 4, a22o 128, a21oi 192, nor3 64
edfxtp 1024, and2 2, or3 1, or2 2
or3b 3, nor2 35, clkbuf 90, nor2b 4
nand3b 5, buf 163, nand3 194, a22oi 192
a31oi 64, mux2i 1024, nand2 195
[how the worst max path moves through the flow]
stage | to | slack (ns) | cells after the start
4_1_cts | RD2[26] | 1.93 | 9
5_1_grt | RD2[26] | 1.83 | 9
6_report | RD2[11] | 1.91 | 8
[power groups by stage]
stage | sequential [W] | clock, W | combinational [W]
after CTS | 0.00564 | 0.00455 | 0.00103
final | 0.00564 | 0.00449 | 0.00104
after global routing | 0.00565 | 0.00473 | 0.00110
[logic make-up after synthesis]
group	Yosys count	share of synthesized area
compound gates	576	0.0804
buf+inv	253	0.0321
flops	1024	0.630
mux	1024	0.210
simple gates	509	0.0471
[cell type report]
class | instances | share of cell area
timing repair buffer | 244 | 0.0423
multi-input combinational | 2109 | 0.304
sequential | 1024 | 0.557
clock buffer | 131 | 0.0509
tap | 1612 | 0.0365
clock inverter | 61 | 0.00900
Power figures rest on the tool's default switching activity, not on a simulated workload.
